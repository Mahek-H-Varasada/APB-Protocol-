### design/flow/config.mk
export PLATFORM = sky130hd
export DESIGN_NAME = apb_top
export DESIGN_NICKNAME = apb_top
export VERILOG_FILES = /design/flow/design.v
export SDC_FILE = /design/flow/constraint.sdc
export NUM_CORES = 4
export LEC_CHECK = 1
export CORE_AREA = 10 10 73 73
export DIE_AREA = 0 0 83 83
### design/flow/constraint.sdc
current_design apb_top

set clk_period 2.5
set clk_io_pct 0.2

create_clock -name clk0 -period $clk_period [get_ports {PCLK}]

set non_clock_inputs [all_inputs -no_clocks]
set_input_delay [expr $clk_period * $clk_io_pct] -clock clk0 $non_clock_inputs
set_output_delay [expr $clk_period * $clk_io_pct] -clock clk0 [all_outputs]
### design/flow/design.v
module apb_master (
    input  wire        PCLK,
    input  wire        PRESETn,
    output reg         PSELx,
    output reg         PENABLE,
    output reg         PWRITE,
    output reg  [7:0]  PADDR,
    output reg  [7:0]  PWDATA,
    input  wire [7:0]  PRDATA,
    input  wire        PREADY,
    input  wire        start_write,
    input  wire        start_read,
    input  wire [7:0]  addr,
    input  wire [7:0]  wdata,
    output reg  [7:0]  rdata,
    output reg         done
);
    typedef enum logic [1:0] {IDLE, SETUP, ACCESS} state_t;
    state_t state, next_state;
    always @(posedge PCLK or negedge PRESETn) begin
        if (!PRESETn)
            state <= IDLE;
        else
            state <= next_state;
    end
    always @(*) begin
        next_state = state;
        case (state)
            IDLE:   if (start_write || start_read) next_state = SETUP;
            SETUP:  next_state = ACCESS;
            ACCESS: if (PREADY) next_state = IDLE;
        endcase
    end
    always @(posedge PCLK or negedge PRESETn) begin
        if (!PRESETn) begin
            PSELx   <= 0;
            PENABLE <= 0;
            PWRITE  <= 0;
            PADDR   <= 8'd0;
            PWDATA  <= 8'd0;
            rdata   <= 8'd0;
            done    <= 0;
        end else begin
            case (next_state)
                IDLE: begin
                    PSELx   <= 0;
                    PENABLE <= 0;
                    done    <= 0;
                end
                SETUP: begin
                    PSELx   <= 1;
                    PENABLE <= 0;
                    PADDR   <= addr;
                    PWRITE  <= start_write;
                    PWDATA  <= wdata;
                end
                ACCESS: begin
                    PENABLE <= 1;
                    if (PREADY) begin
                        if (!PWRITE)
                            rdata <= PRDATA;
                        done <= 1;
                    end
                end
            endcase
        end
    end
endmodule
module apb_slave (
    input  wire        PCLK,
    input  wire        PRESETn,
    input  wire        PSELx,
    input  wire        PENABLE,
    input  wire        PWRITE,
    input  wire [7:0]  PADDR,
    input  wire [7:0]  PWDATA,
    output reg  [7:0]  PRDATA,
    output reg         PREADY
);
    reg [7:0] regfile [0:255];  
    always @(posedge PCLK or negedge PRESETn) begin
        if (!PRESETn) begin
            PREADY <= 0;
            PRDATA <= 8'd0;
        end else begin
            if (PSELx && PENABLE) begin
                PREADY <= 1;   
                if (PWRITE)
                    regfile[PADDR] <= PWDATA;
                else
                    PRDATA <= regfile[PADDR];
            end else begin
                PREADY <= 0;
            end
        end
    end
endmodule
module apb_top (
    input          PCLK,
    input          PRESETn,
    input          start_write,
    input          start_read,
    output  [7:0]  rdata,
    output         done,
    input         addr,
    input         wdata
);
    wire        PSELx, PENABLE, PWRITE, PREADY;
    wire [7:0]  PADDR, PWDATA, PRDATA;
    apb_master master (
        .PCLK(PCLK),
        .PRESETn(PRESETn),
        .PSELx(PSELx),
        .PENABLE(PENABLE),
        .PWRITE(PWRITE),
        .PADDR(PADDR),
        .PWDATA(PWDATA),
        .PRDATA(PRDATA),
        .PREADY(PREADY),
        .start_write(start_write),
        .start_read(start_read),
        .addr(addr),
        .wdata(wdata),
        .rdata(rdata),
        .done(done)
    );
    apb_slave slave (
        .PCLK(PCLK),
        .PRESETn(PRESETn),
        .PSELx(PSELx),
        .PENABLE(PENABLE),
        .PWRITE(PWRITE),
        .PADDR(PADDR),
        .PWDATA(PWDATA),
        .PRDATA(PRDATA),
        .PREADY(PREADY)
    );
endmodule
### design/flow/run.sh
#!/bin/bash
# OpenROAD 26Q1-2900-gdf79404cd8, Yosys 0.63+post, stock flow scripts
make -C /OpenROAD-flow-scripts/flow DESIGN_CONFIG=/design/flow/config.mk WORK_HOME=/design/flow/orfs finish
==> impl_metrics.yaml <==
# physical design summary
status:
  outcome: "completed"
clock_tree:
  clkTransAtPathRegs_ns: 0.05
  hold_buffers: 0
  clkLatencyLatePin_ns: 0.24
  cts_made_buffers: 3
  cts.sinks: 14
  ctsResizeCount: 0
  htreeDepth: 1
  cts.path.max_buffers: 2
  cts_setup_buffers: 0
  cts_tree: "built"
  root_buffer: "clkbuf_8"
finish:
  reg_top3: "master.state (3), slave.regfile (2)"
  largest_reg_flops: 3
  layout-drive-gt1-share_pct: 23.33
  fin_util_pct: 20.45
  top_register: "master.state"
  fill_cells: 414
  area_delta_synth_final_pct: 24.90
yosys:
  yosysWarnings: 5
  synth_top_area_share_pct: 44.90
  synth-edff-count: 2
  synthCells: 49
  syn_area_um2: 613.1
  syn-mean-instance-area_um2: 12.51
  synth.distinct_cells: 21
  synthArstFlopShare_pct: 85.71
  synth_seq_share_pct: 58.98
  mux_area_share_pct: 8.980
  flop_cell: "dfrtp_1"
  yosys.area_share.adder_pct: 0
  ys_ff: 14
  largest_area_cell: "dfrtp_1"
  xor_area_share_pct: 0
  simple_gate_area_share_pct: 8.163
  yosysCellCount: 49
  yosysChipArea_um2: 613.1
  aoi_share_pct: 12.24
  synthTopLogicFamily: "AND-OR/OR-AND gates"
  top_cells_by_area: "dfrtp_1 45%, edfxtp_1 9.8%, buf_4 8.6%, mux2_2 7.3%, dfstp_2 4.3%"
sta:
  fmax_ghz: 0.6065
  setup_viol: 0
  setup-tns-final_ns: 0
  finalCritPeriodShare_pct: 65.95
  fin_skew_ns: 0.0003898
  maxSlewViolCount: 0
  period_needed_ns: 1.649
  hold_violations: 0
  holdWs_ns: 0.4714
  rsz0062_at_grt: "false"
die:
  coreArea_um2: 3744
  die_area_um2: 6889
  rows: 22
  die_h_um: 83
  fp_util_pct: 16.38
  ioPinCount: 15
  die_w_um: 83
job:
  maxCapViolCount: 0
  tool_warnings: 25
detailed_routing:
  avgViaCountPerCell: 3.417
  vias: 369
  drt_pass1_iterations: 2
  drc_errors: 0
  antenna_left: 0
  wl_mm: 1.035
  drtIter0Drc: 8
  drt-wirelength-per-cell_um: 9.583
  antenna-diode-count: 0
worst_setup_path:
  startpoint_type: "input pin"
  critical_path_arrival_ns: 1.77
  timing.rr.end: "master.PADDR[0]$_DFFE_PN0P_"
  slowest_stage: "clkdlybuf4s50_1"
  cp-end-kind: "flop"
  ff2ff_setup_slack_ns: 1.12
  crit_fanout: 6
  r2r_cells: 3
  max_stage_delay_ns: 0.54
  cp_cell_sequence: "clkdlybuf4s50_1 -> o21ai_4 -> a211oi_4 -> mux2_2"
  critical_path_class: "input pin to flop"
  critPathRequiredTime_ns: 2.62
  reg2reg_from: "master.state[0]$_DFF_PN1_"
global_routing:
  grt_pass1_wl_mm: 1.676
  grt_pass1_vias: 373
  grt_start_max_net_pins: 14
  globalRoute.totalOverflow: 0
  antenna_found_initial: 0
  grt_use_total_pct: 2.785
pwr:
  leakage_uw: 0.0003449
  ir_drop_uv: 143.0
  power.density_nw_per_um2: 557.4
place:
  portBuffers: 7
  gp_congestion: 0.7470
worst_hold_path:
  hold_end: "slave.regfile[0][0]$_DFFE_PP_"
  min_delay_path_depth: 0
  hp-class: "flop to flop"
  hp-start: "master.PWDATA[0]$_DFFE_PN0P_"
## layer usage
layer / global-route usage (%) / vias to the layer above / part of all wire [%]
li1: - / 173 / -
met1: 3.491 / 185 / 46
met2: 3.841 / 9 / 44
met3: 1.673 / 2 / 8.1
met4: 0.9231 / 0 / 1.8
met5: 0 / - / 0
## worst max-delay path: cells and delay by family
family | cells | cell delay, ns
muxes | 1 | 0.37
AOI/OAI and AO/OA | 2 | 0.36
buffers and inverters | 1 | 0.54
## report_power, final
group          total [uW]  internal, uW  switching, uW
registers             231           231              0
logic                15.2          8.11           7.06
clock network         181           108           72.5
## Yosys cell counts (2+ instances only)
| cell | count |
|---|---|
| a21oi_1 | 3 |
| edfxtp_1 | 2 |
| inv_1 | 3 |
| mux2_2 | 4 |
| nor2_1 | 5 |
| dfrtp_1 | 11 |
| buf_4 | 7 |
## through the flow
step / instances / power [uW] / worst slack, ns / area (um^2)
after floorplan: 55 / 243.1 / 1.201 / 635.6
after global placement: 104 / 251.0 / 0.6129 / 720.7
after detailed placement: 104 / 250.8 / 0.5857 / 720.7
after CTS: 108 / 435.2 / 0.8431 / 765.7
after global routing: 108 / 448.6 / 0.7918 / 765.7
final: 108 / 426.8 / 0.8512 / 765.7
## cell usage in the layout (no fill, tap or decap)
master,instances
dfrtp_1,11
mux2_2,4
inv_2,1
a211oi_4,1
a21o_2,1
nor2_1,5
nand3_1,1
inv_1,3
and2_1,1
edfxtp_1,2
o21ai_4,1
clkbuf_8,3
dfstp_2,1
clkinv_1,1
nand3b_1,1
a22o_2,1
buf_4,1
clkdlybuf4s50_1,7
o21ai_0,1
mux2i_1,1
nand2_1,1
nand4b_1,1
conb_1,7
a21oi_1,3
## how the worst max path moves through the flow
stage | cells past startpoint | startpoint | endpoint
after CTS | 4 | start_write | master.PWRITE$_DFFE_PN0P_
after global routing | 4 | start_write | master.PWRITE$_DFFE_PN0P_
final | 4 | start_write | master.PADDR[0]$_DFFE_PN0P_
## logic make-up after synthesis
group | count (synthesis)
muxes | 5
AOI/OAI and AO/OA | 8
other | 1
DFF | 14
buffers and inverters | 11
and+or+nand+nor | 10
## final cells by class
cell class / instances / area (um^2) / share of cell area, %
well taps: 48 / 60.06 / 7.843
repair buffers: 8 / 77.57 / 10.13
flip-flops and latches: 14 / 361.6 / 47.22
clock inverters: 1 / 3.754 / 0.4902
multi-input cells: 30 / 206.4 / 26.96
clock buffers: 3 / 41.29 / 5.392
inverters: 4 / 15.01 / 1.961
Power is estimated from default activity; no workload was simulated.
